`run.sh`:
```
#!/bin/bash
# OpenROAD 26Q1-2900-gdf79404cd8, Yosys 0.63+post, stock flow scripts
make -C /OpenROAD-flow-scripts/flow DESIGN_CONFIG=/design/flow/config.mk WORK_HOME=/design/flow/orfs finish
```
`config.mk`:
```
export PLATFORM = sky130hd
export DESIGN_NAME = VSCPU
export DESIGN_NICKNAME = VSCPU
export VERILOG_FILES = /design/flow/design.v
export SDC_FILE = /design/flow/constraint.sdc
export NUM_CORES = 4
export LEC_CHECK = 1
export CORE_UTILIZATION = 30
```
`constraint.sdc`:
```
current_design VSCPU

set clk_period 24.8
set clk_io_pct 0.2

create_clock -name clk0 -period $clk_period [get_ports {clk}]

set non_clock_inputs [all_inputs -no_clocks]
set_input_delay [expr $clk_period * $clk_io_pct] -clock clk0 $non_clock_inputs
set_output_delay [expr $clk_period * $clk_io_pct] -clock clk0 [all_outputs]
```
`design.v`:
```
module VSCPU (clk, rst, data_fromRAM, wrEn, addr_toRAM, data_toRAM);
input clk, rst;
input [31:0] data_fromRAM;
output reg wrEn;
output reg [13:0] addr_toRAM;
output reg [31:0] data_toRAM;
reg [2:0] st, stN;
reg [13:0] PC, PCN;
reg [31:0] IW, IWN;
reg [31:0] R1, R1N;
parameter OP_ADD_SUB = 3'b000;  
parameter OP_NAND    = 3'b001;
parameter OP_SRL     = 3'b010;
parameter OP_LT      = 3'b011;
parameter OP_CP      = 3'b100;
parameter OP_MUL     = 3'b101;
parameter OP_BZJ     = 3'b110;
parameter OP_CPI     = 3'b111;
always @(posedge clk) begin
    st <= stN;
    PC <= PCN;
    IW <= IWN;
    R1 <= R1N;
end
always @ * begin
    stN = st;
    PCN = PC;
    IWN = IW;
    R1N = R1;
    wrEn = 1'b0;
    addr_toRAM = 14'h0;
    data_toRAM = 32'h0;
    if (rst) begin
        stN = 3'd0;
        PCN = 14'd0;
    end
    else begin
        case (st)
            3'd0: begin
                addr_toRAM = PC;
                stN = 3'd1;
            end
            3'd1: begin
                IWN = data_fromRAM;  
                case (data_fromRAM[31:29])
                    OP_ADD_SUB, OP_NAND, OP_SRL, OP_LT, OP_MUL, OP_CP, OP_CPI: begin
                        if (data_fromRAM[28] == 1'b0) begin
                            addr_toRAM = data_fromRAM[13:0];  
                            stN = 3'd2;
                        end
                        else begin
                            if (data_fromRAM[31:29] == OP_CP) begin
                                stN = 3'd2;
                            end else begin
                                addr_toRAM = data_fromRAM[27:14];  
                                stN = 3'd2;
                            end
                        end
                    end
                    OP_BZJ: begin
                         addr_toRAM = data_fromRAM[13:0];  
                         stN = 3'd2;
                    end
                endcase
            end
            3'd2: begin
                case (IW[31:29])
                    OP_ADD_SUB: begin
                        if (IW[13] == 1'b1) begin 
                            if (IW[28] == 1'b0) begin  
                                R1N = data_fromRAM;  
                                addr_toRAM = IW[27:14];  
                                stN = 3'd3;
                            end else begin  
                                wrEn = 1;
                                addr_toRAM = IW[27:14];
                                data_toRAM = data_fromRAM - (~IW[13:0]);
                                PCN = PC + 1;
                                stN = 3'd0;
                            end
                        end 
                        else begin 
                            if (IW[28] == 1'b0) begin  
                                R1N = data_fromRAM;  
                                addr_toRAM = IW[27:14];  
                                stN = 3'd3;
                            end else begin  
                                wrEn = 1;
                                addr_toRAM = IW[27:14];
                                data_toRAM = data_fromRAM + IW[13:0]; 
                                PCN = PC + 1;
                                stN = 3'd0;
                            end
                        end
                    end
                    OP_NAND: begin
                         if (IW[28] == 0) begin  
                             R1N = data_fromRAM;
                             addr_toRAM = IW[27:14];
                             stN = 3'd3;
                         end else begin  
                             wrEn = 1;
                             addr_toRAM = IW[27:14];
                             data_toRAM = ~(data_fromRAM & {18'b0, IW[13:0]});
                             PCN = PC + 1;
                             stN = 3'd0;
                         end
                    end
                    OP_SRL: begin
                         if (IW[28] == 0) begin  
                             R1N = data_fromRAM;
                             addr_toRAM = IW[27:14];
                             stN = 3'd3;
                         end else begin  
                             wrEn = 1;
                             addr_toRAM = IW[27:14];
                             data_toRAM = data_fromRAM >> IW[13:0];
                             PCN = PC + 1;
                             stN = 3'd0;
                         end
                    end
                    OP_LT: begin
                         if (IW[28] == 0) begin  
                             R1N = data_fromRAM;
                             addr_toRAM = IW[27:14];
                             stN = 3'd3;
                         end else begin  
                             wrEn = 1;
                             addr_toRAM = IW[27:14];
                             data_toRAM = (data_fromRAM < IW[13:0]) ? 1 : 0;
                             PCN = PC + 1;
                             stN = 3'd0;
                         end
                    end
                    OP_MUL: begin
                         if (IW[28] == 0) begin  
                             R1N = data_fromRAM;
                             addr_toRAM = IW[27:14];
                             stN = 3'd3;
                         end else begin  
                             wrEn = 1;
                             addr_toRAM = IW[27:14];
                             data_toRAM = data_fromRAM * IW[13:0];
                             PCN = PC + 1;
                             stN = 3'd0;
                         end
                    end
                    OP_CP: begin
                         if (IW[28] == 0) begin  
                             wrEn = 1;
                             addr_toRAM = IW[27:14];
                             data_toRAM = data_fromRAM; 
                             PCN = PC + 1;
                             stN = 3'd0;
                         end else begin  
                             wrEn = 1;
                             addr_toRAM = IW[27:14];
                             data_toRAM = IW[13:0];
                             PCN = PC + 1;
                             stN = 3'd0;
                         end
                    end
                    OP_CPI: begin
                         if (IW[28] == 0) begin  
                             R1N = data_fromRAM;  
                             addr_toRAM = IW[27:14];  
                             stN = 3'd3;
                         end else begin  
                             wrEn = 1;
                             addr_toRAM = data_fromRAM[13:0];  
                             data_toRAM = IW[13:0];
                             PCN = PC + 1;
                             stN = 3'd0;
                         end
                    end
                    OP_BZJ: begin
                        if (data_fromRAM == 0) begin
                            if (IW[28] == 0) PCN = IW[27:14];  
                            else PCN = PC + IW[13:0];        
                        end else begin
                            PCN = PC + 1;
                        end
                        stN = 3'd0;
                    end
                endcase
            end
            3'd3: begin
                wrEn = 1;
                if (IW[31:29] == OP_CPI) begin
                     addr_toRAM = data_fromRAM[13:0];
                     data_toRAM = R1;  
                end
                else begin
                     addr_toRAM = IW[27:14];  
                     case (IW[31:29])
                         OP_ADD_SUB: begin
                             if (IW[13]) data_toRAM = data_fromRAM - (~R1);  
                             else        data_toRAM = data_fromRAM + R1;  
                         end
                         OP_NAND: data_toRAM = ~(data_fromRAM & R1);
                         OP_SRL:  data_toRAM = data_fromRAM >> R1;
                         OP_LT:   data_toRAM = (data_fromRAM < R1) ? 1 : 0;
                         OP_MUL:  data_toRAM = data_fromRAM * R1;
                     endcase
                end
                PCN = PC + 1;
                stN = 3'd0;
            end
        endcase
    end
end
endmodule
```
==> reports/qor.txt <==
Register area share after synthesis = 5.65%
Final Power = 5.81 mW
Overflow after GRT = 0
Row cnt = 134
EDFF count, synth = 64
Critical path endpoint category = primary output
DR vias = 36000
Die Width = 369 microns
Cell chain of the critical path = buf_2, buf_4, and2_1, fa_1, fa_1, fa_1, inv_1, fa_1, inv_1, fa_1, fa_1, fa_1, fa_1, ha_1, a21oi_1, o22ai_1, a211o_1, a221o_1, a211oi_2, xnor2_1, a221oi_1, o32ai_1, clkdlybuf4s50_1
Clock slew at reported path FFs = 80 ps
Pwr dens = 134 nW/um^2
Max frequency = 0.0533 GHz
Synth-to-Final Area Change = 7.63%
Worst R2R Setup Slack = 20520 ps
CP max FO = 20
Slowest CP cell = a221oi_1
Dominant register cell = edfxtp_1
Clock Sinks = 82
CORE AREA = 133000 sq um
Final worst-path cycle share = 75.6%
Core utilization before placement = 30.2%
Setup_tns = 0 ps
Vias in the first global route = 37700
Slew Viols, Final = 0
Top cell area share = 33.9%
First-pass GRT wire length = 252 mm
DRC = 0
Crit path max-delay family = adder cells
Post-DRT Antenna Nets = 0
Postcts setup bufs = 0
Total CTS buffers = 9
Clk_skew = 23.8 ps
HP Class = flop to flop
RePlAce Congestion = 1.04
Die Ht = 369 microns
Root buf cell = clkbuf_16
Post-synth ARST share = 0%
Ys cells = 4901
Fin area = 43400 sq um
Crit path top cell by count = fa_1
Comb power frac = 94.5%
# setup viols final = 0
Sw Share = 59.8%
Largest stage delay, worst path = 800 ps
H-tree Lvls = 3
Cell taking the most area after synthesis = fa_1
Initial antenna violation count = 11
Startpoint types = primary input
Final Hold Viols = 0
Final wirelength = 169 mm
WL/cell = 25.7 microns
Avg Inst Size Synth = 8.24 sq um
Top Layout Cells = inv_1 (724), fa_1 (684), nand2_1 (635)
Leakage power = 19.4 nW
HPWL after DPL = 126 mm
Drt initial violations = 3019
Flops after synth = 82
Top cells by area, synth = fa_1 (34%), ha_1 (9.9%), inv_1 (6.7%)
Buf/Inv on CP = 5
Sw power = 3.47 mW
Mapped cell area = 40400 sq um
Fraction of layout cells with a size suffix above 1 = 5.32%
CTS tree = done
Clk buf depth = 2
Status = completed
Yosys Chip Area = 40400 sq um
Cell Area, Placed = 43100 sq um
Tot GR Track Use = 26.2%
Number of cells produced by synthesis = 4901
Fin crit period = 18750 ps
Vias per cell = 5.48
Crit path DRT = 19840 ps
CP Class = primary input to primary output
Largest net degree at the start of global routing = 66
CP Data Arrival Time = 13790 ps
Register share of total power = 2.7%
Tool warnings = 71
Slew HR = 30.1%
Max Cap Viol = 0
VDD IR-drop max = 0.000278 V
Post-CTS sizing = 0
Synth unique cells = 85
Die Size = 136000 sq um
IO Count = 81
Port bufs = 80
Fin Hold WS = 614 ps
Initial DRT Pass Iterations = 8
Hold-fix buffers, CTS = 0
RSZ-0062 raised after global routing = no
Worst Tran Pin Value = 1040 ps
Clock network fraction of design power = 2.8%
Ys Warns = 1
Most instantiated logic cell after routing = inv_1
P_int = 2.34 mW
Later-pin clock latency in the skew report = 410 ps
worst register-to-register path: stages, from the launching register on:
cell and delay, ps:
edfxtp_1 330, buf_4 360, buf_4 570, clkinv_1 460, buf_4 340, fa_1 460, nor2b_1 130, o21ai_0 100
a21oi_1 210, o21ai_0 100, nand2b_1 190, a21o_1 190, a211oi_1 90, xnor2_1 140, a2111oi_0 400, nor2_1 70
power by group through the flow:
stage     sequential (mW)  combinational [mW]  clock [mW]
4_1_cts             0.156                5.38       0.165
5_1_grt             0.156                6.02       0.167
6_report            0.156                5.49       0.163
area by class of cell:
cell class / count / area [sq um]
diodes: 4 / 10.0
clock buffers: 9 / 225
clock inverters: 7 / 82.6
fillers: 14000 / 90000
inverters: 736 / 2760
multi-input cells: 3747 / 34100
flip-flops and latches: 82 / 2280
well taps: 1768 / 2210
repair buffers: 230 / 1810
routing by layer:
| layer | wire length, microns | GRT usage [%] |
|---|---|---|
| met3 | 20500 | 11.0 |
| met5 | 64 | 0.0712 |
| met2 | 73600 | 38.6 |
| met4 | 9260 | 11.0 |
| met1 | 66100 | 34.5 |
final timing paths:
path | start | end | depth (start not counted)
worst max-delay path | data_fromRAM[14] | data_toRAM[29] | 23
worst max register to register | IW[1] | PC[10] | 15
worst min-delay path | PC[1] | PC[1] | 2
worst min register to register | PC[1] | PC[1] | 2
cells by family (layout without fill, tap and decap cells):
group	count (synthesis)	count (layout)	synth area share, %
other	0	4	0
muxes	82	82	3.16
AOI/OAI and AO/OA	865	865	13.7
adders and majority gates	1003	1003	43.8
DFF	82	82	5.65
buffers and inverters	1072	982	10.0
xor gates and xnor gates	222	222	4.82
and+or+nand+nor	1575	1575	18.8
state kept, by name (all words and copies together) (netlist names):
signal,count
IW,32
R1,32
PC,14
st,4
cell usage after synthesis, drive strengths merged, types with 36 or more instances:
master  count
nand3      52
nor2      242
o21ai     179
mux2i      44
a21oi     272
fa        684
clkbuf    287
xor2       50
inv       727
mux4       36
nor2b      37
a21o       46
ha        319
a211oi     48
nand2     635
buf        49
a31oi      40
edfxtp     64
nor3       68
xnor2     172
and2      390
through the flow:
stage	std cells	util, %	worst slack (ps)
finish	6583	32.6	6050
global route	6581	32.5	5850
CTS	6579	32.5	6280
detailed placement	6563	32.3	6310
global placement	6563	32.3	6380
floorplan	4901	-	8010
Power and IR drop assume default switching activity.
